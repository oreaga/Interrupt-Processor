## flow/run.sh

```bash
#!/bin/bash
# OpenROAD 26Q1-2900-gdf79404cd8, Yosys 0.63+post, stock flow scripts
make -C /OpenROAD-flow-scripts/flow DESIGN_CONFIG=/design/flow/config.mk WORK_HOME=/design/flow/orfs finish
```

## flow/config.mk

```make
export PLATFORM = sky130hd
export DESIGN_NAME = registerX
export DESIGN_NICKNAME = registerX
export VERILOG_FILES = /design/flow/design.v
export SDC_FILE = /design/flow/constraint.sdc
export NUM_CORES = 4
export LEC_CHECK = 1
export CORE_AREA = 10 10 70 70
export DIE_AREA = 0 0 80 80
```

## flow/constraint.sdc

```tcl
current_design registerX

set clk_period 1.0
set clk_io_pct 0.2

create_clock -name clk0 -period $clk_period [get_ports {clk}]

set non_clock_inputs [all_inputs -no_clocks]
set_input_delay [expr $clk_period * $clk_io_pct] -clock clk0 $non_clock_inputs
set_output_delay [expr $clk_period * $clk_io_pct] -clock clk0 [all_outputs]
```

## flow/design.v

```verilog
module three_port_aram (clk, abus1, dbus1, abus2, dbus2i, dbus2o, we);
	input		clk;
	input	[15:0]	abus1;
	output	[15:0]	dbus1;
	input	[15:0]	abus2;
	output	[15:0]	dbus2o;
	input	[15:0]	dbus2i;
	input		we;
	reg	[15:0]	m[0:65536];
	assign dbus1 = m[abus1];
	assign dbus2o = m[abus2];
	always @(posedge clk) begin
		if (we) m[abus2] <= dbus2i;
	end
endmodule
module three_port_aregfile (on, clk, abus1, dbus1, abus2, dbus2, abus3, dbus3, we);
	input		on;
	input		clk;
	input	[2:0]	abus1;
	output	[15:0]	dbus1;
	input	[2:0]	abus2;
	output	[15:0]	dbus2;
	input	[2:0]	abus3;
	input	[15:0]	dbus3;
	input		we;
	wire		iclk = on | clk;
	reg	[15:0]	m[1:7];
	assign	dbus1 =	(abus1 == 3'd0) ? 16'h0 : m[abus1];
	assign	dbus2 =	(abus2 == 3'd0) ? 16'h0 : m[abus2];
	always @(posedge iclk) begin
		if (on) begin
			m[1] <= 16'h0;
			m[2] <= 16'h0;
			m[3] <= 16'h0;
			m[4] <= 16'h0;
			m[5] <= 16'h0;
			m[6] <= 16'h0;
			m[7] <= 16'h0;
		end 
		else  m[abus3] <= (we & (abus3 != 3'd0)) ? dbus3 : m[abus3];
	end
endmodule
module registerX (reset, clk, in, out, we);
    parameter width = 16;
	input		reset;
	input		clk;
	output	[width-1:0]	out;
	input	[width-1:0]	in;
	input		we;
	reg	[width-1:0]	m;
	assign out = m;
	always @(posedge clk) begin
		m <=	(reset) ? 0 :
			(we) ? in :
			m;
	end
endmodule
module control_and_general_regfile (reset, clk, abus1, dbus1, abus2, dbus2, abus3, dbus3, abus4, dbus4, psr_in, psr_out, psr_we);
	input		reset, clk, psr_we;
	input	[3:0]	abus1, abus2, abus3, abus4;
	input	[15:0]	psr_in;
	output	[15:0]	dbus1, dbus2, dbus3, dbus4, psr_out;
	wire		iclk = reset | clk;
	reg	[15:0]	m[1:7];
	reg	[15:0]	cr[1:7];
	reg	[15:0]	psr_kfifo;
	wire	[2:0]	regnum1 = abus1[2:0];
	wire	[2:0]	regnum2 = abus2[2:0];
	wire	[2:0]	regnum3 = abus3[2:0];
	wire	[2:0]	regnum4 = abus4[2:0];
	wire		regbank1 = abus1[3];
	wire		regbank2 = abus2[3];
	wire		regbank3 = abus3[3];
	wire		regbank4 = abus4[3];
	wire	[15:0]	cr4 = cr[4];
	assign	dbus1 =	(regnum1 == 3'd0) ? 16'h0 :
			(regbank1) ? cr[regnum1] : m[regnum1];
	assign	dbus2 =	(regnum2 == 3'd0) ? 16'h0 :
			(regbank2) ? cr[regnum2] : m[regnum2];
	assign	psr_out = { psr_kfifo[15:7], 1'b0, cr4[5:0] };
	always @(posedge iclk) begin
		if (reset) begin
			m[1] <= 16'h0;
			m[2] <= 16'h0;
			m[3] <= 16'h0;
			m[4] <= 16'h0;
			m[5] <= 16'h0;
			m[6] <= 16'h0;
			m[7] <= 16'h0;
			cr[1] <= 16'h0;
			cr[2] <= 16'h0;
			cr[3] <= 16'h0;
			cr[4] <= 16'h0;
			cr[5] <= 16'h0;
			cr[6] <= 16'h0;
			cr[7] <= 16'h0;
			psr_kfifo <= 16'h0;
		end 
		else  begin
			if (regnum3 != 3'd0) begin
			    m[regnum3] <= (~regbank3) ? dbus3 : m[regnum3];
			    cr[regnum3] <= (regbank3) ? dbus3 : cr[regnum3];
			end
			if ((regnum4 != 3'd0) && (abus3 != abus4)) begin
			    cr[regnum4] <= (regbank4) ? dbus4 : cr[regnum4];
			end
			if (psr_we) begin
			    psr_kfifo <= psr_in;
			end
		end
	end
endmodule
```

==> impl.org <==
* Flow results

** Outcome
- Status :: completed

** Synthesis
- Mean instance size in the synthesized netlist :: 11.2 sq um
- Area share of the leading cell type in the synthesized netlist :: 0.552
- For this run, the chip area from Yosys synthesis comes to 581 sq um.
- Number of distinct library cells after synthesis :: 7
- Cell area leaders :: sky130_fd_sc_hd__dfxtp_1 (55%), sky130_fd_sc_hd__mux2i_1 (28%), sky130_fd_sc_hd__nor2_1 (10%), sky130_fd_sc_hd__buf_12 (3.4%), sky130_fd_sc_hd__buf_6 (1.9%)
- Predominant post-synthesis flop cell :: sky130_fd_sc_hd__dfxtp_1
- Total cells reported by yosys after synthesis :: 52
- The synthesized netlist occupies a cell area of 581 sq um.
- In the synthesized netlist, the number of instances is 52.
- The synthesized design contains 0 enable-type register cells.
- The synthesized design spends more area on one cell type than any other, namely sky130_fd_sc_hd__dfxtp_1.
- The synthesized design contains 16 register bits.
- Async set-or-reset flop fraction in the synthesized netlist :: 0
- List of most frequent post-synthesis cells :: sky130_fd_sc_hd__dfxtp_1 (16), sky130_fd_sc_hd__mux2i_1 (16), sky130_fd_sc_hd__nor2_1 (16)
- Number of warnings printed during yosys synthesis :: 1
- Per Yosys stat, the portion of area used by sequential elements is 0.552.

** Finish
- Area Overhead vs Synth :: 68.3%
- Measured on the finished design, the core utilization comes to 0.286.
- Per the final layout report, the fraction of cells sized above drive strength 1 comes to 0.444.
- Counting flops per register, the top entry is m.
- Filler Cells Inserted :: 377
- Post-route cell area :: 977 sq um
- Regs by FF count :: m (16)
- Max FFs per register :: 16

** Clocking
- In this run the deepest clock path goes through 2 buffers.
- The clock drives 16 sinks.
- Per the CTS log, the maximum H-tree level is 1.
- After clock tree synthesis, the setup repair step added 0 buffers.
- Clock tree root driver cell :: sky130_fd_sc_hd__clkbuf_4
- TritonCTS clock tree :: yes
- Counting the buffers created by CTS gives 3.
- The later pin in the worst-skew pair is clocked with a latency of 280 ps.
- After clock tree synthesis, the clock-pin slew on the worst setup and hold paths is 100 ps.

** Critical path
- STA classifies the critical path startpoint as a flop.
- Delay-heaviest family, CP :: flip-flops
- Setup slack on the worst flop-to-flop path :: 400 ps
- Worst path required time :: 800 ps
- STA classifies the critical path endpoint as a primary output.
- Among all stages on the critical path, the maximum delay recorded is 330 ps.
- Worst Path Class, Setup :: flop to primary output
- List of cells traversed by the critical path :: buf_2
- Data arrival at the endpoint of the critical path :: 720 ps
- Number of buffers and inverters on the critical path :: 1
- Cell at the slowest stage of the critical path :: sky130_fd_sc_hd__dfxtp_2
- The critical path maximum fanout is 2.

** Placed design
- Note, the detailed placer reported a final HPWL of 1200 um.
- Global placer's final weighted congestion :: 0.756
- DP Area :: 973 sq um
- Count of input and output buffers :: 34

** Global route
- Initial antenna violation count :: 0
- Routing resource usage on met1 recorded by global route was 0.0531.
- Number of global-route vias before repair :: 492
- The total overflow left after global routing is 0.
- Global-route wire length before repair :: 2390 um
- Busiest grt layer :: met2
- For met2 alone, demand over resource in global routing was 0.0730.
- In the global route stage, met3 resource usage came out at 0.0284.
- Combined global-route utilization of all metal layers :: 0.0460
- Entering global routing, the biggest net connects 17 pins.

** Floorplan
- Total number of placement rows :: 21
- Ports placed on the boundary :: 35
- Die area :: 6400 sq um
- Area of the core :: 3420 sq um
- In this run the vertical extent of the chip is 80 um.
- Pre-Place Util :: 0.170
- Chip Width :: 80 um

** Final timing
- Setup repair after global routing left no endpoint under its margin.
- After layout, the setup clock skew is reported as 0 ps.
- For the finished layout, the period the worst path requires is 916 ps.
- Hold-check failures listed in the final report amount to 0.
- Final Cycle Share :: 0.916
- Endpoints with negative setup slack in the final report add up to 0.
- Pins over their slew limit in the final report were tallied at 0.
- The pin closest to its max-slew limit shows a slew of 226 ps.
- The worst-case max-slew headroom was logged as 0.849.
- Max Clock Freq :: 1090 MHz

** Route
- In the post-route report, total wirelength is listed as 1620 um.
- The detail route stage leaves a number of antenna-violating nets equal to 0.
- Routed length per placed instance :: 11.9 um
- For this run, design rule violations remaining after detail routing come to 0.
- 0 antenna diodes ended up in the layout.
- TritonRoute pass-1 iters :: 1
- Detailed routing inserted a total of 480 vias.
- In the routed layout, each cell is associated on average with a via count of 3.53.
- For this block, the initial DRC count from the detailed router was 0.

** Flow run
- Maxcap violations :: 0
- Total number of warnings across the stage logs :: 25

** Power and ir drop
- Total design power :: 1320 uW
- In this run the VDD rail shows a maximum IR drop of 572 uV.
- Dividing total power by cell area gives a power density of 1350 nW/um^2.
- Standby leakage power :: 0.000471 uW

** Worst hold path
- The type recorded for the worst min-delay path is input pin to flop.
cell usage in the layout, fill, tap and decap left out:
cell and n:
sky130_fd_sc_hd__buf_12 1, sky130_fd_sc_hd__buf_2 10, sky130_fd_sc_hd__buf_4 2, sky130_fd_sc_hd__clkbuf_16 1, sky130_fd_sc_hd__clkbuf_2 6, sky130_fd_sc_hd__clkbuf_4 3
sky130_fd_sc_hd__clkbuf_8 1, sky130_fd_sc_hd__clkdlybuf4s50_1 17, sky130_fd_sc_hd__dfxtp_2 16, sky130_fd_sc_hd__dlymetal6s2s_1 1, sky130_fd_sc_hd__mux2i_1 16, sky130_fd_sc_hd__nor2_1 16
metal layers:
| layer | routed length (um) | share of wire | vias to the layer above |
|---|---|---|---|
| met5 | 0 | 0 | - |
| met4 | 10 | 0.0062 | 0 |
| met3 | 153 | 0.095 | 2 |
| met2 | 721 | 0.45 | 19 |
| met1 | 730 | 0.45 | 210 |
| li1 | - | - | 249 |
report_power, final:
part | leakage (uW) | total [uW] | internal [uW] | switching (uW)
registers | 0.000138 | 699 | 682 | 16.8
clock network | 0.0000210 | 417 | 221 | 196
logic | 0.000312 | 205 | 142 | 63.4
what timing repair did:
item | in CTS | in global routing
endpoints found under the hold margin | 0 | 0
hold buffers | 0 | 0
gates resized | 58 | 7
gates cloned | 0 | 1
setup endpoints to repair | 16 | 7
final cells by class:
| cell class | count | area, sq um | area share |
|---|---|---|---|
| Clock buffer | 4 | 36.3 | 0.0371 |
| Multi-Input combinational cell | 32 | 220 | 0.225 |
| Sequential cell | 16 | 340 | 0.348 |
| Tap cell | 46 | 57.6 | 0.0589 |
| Timing Repair Buffer | 38 | 323 | 0.330 |
metrics by stage:
| stage | std cells | setup WS (ps) | setup TNS [ps] | hold slack, ps |
|---|---|---|---|---|
| 6_report | 136 | 83.9 | 0 | 465 |
| 3_5_place_dp | 131 | -270 | -4120 | 488 |
| 4_1_cts | 135 | 0.197 | 0 | 496 |
| 2_1_floorplan | 52 | 218 | 0 | 347 |
| 3_3_place_gp | 131 | -249 | -3880 | 473 |
| 5_1_grt | 136 | 22.6 | 0 | 483 |
worst paths after layout:
path                           start            endpoint  cells after the start
setup reg to reg  m[14]$_SDFFE_PP0P_  m[14]$_SDFFE_PP0P_                      2
hold reg to reg    m[6]$_SDFFE_PP0P_   m[6]$_SDFFE_PP0P_                      2
hold / removal                    we   m[6]$_SDFFE_PP0P_                      4
setup / recovery   m[1]$_SDFFE_PP0P_              out[1]                      1
cells by family (layout without fill, tap and decap cells):
| kind of cell | after synthesis | after routing | synth area share |
|---|---|---|---|
| buf+inv | 4 | 42 | 0.0690 |
| flops | 16 | 16 | 0.552 |
| mux | 16 | 16 | 0.276 |
| simple gates | 16 | 16 | 0.103 |
Power is estimated from default activity; no workload was simulated.
